===== design/flow/run.sh =====
#!/bin/bash
# OpenROAD 26Q1-2900-gdf79404cd8, Yosys 0.63+post, stock flow scripts
make -C /OpenROAD-flow-scripts/flow DESIGN_CONFIG=/design/flow/config.mk WORK_HOME=/design/flow/orfs finish

===== design/flow/config.mk =====
export PLATFORM = sky130hd
export DESIGN_NAME = SQM_AMP
export DESIGN_NICKNAME = SQM_AMP
export VERILOG_FILES = /design/flow/design.v
export SDC_FILE = /design/flow/constraint.sdc
export NUM_CORES = 4
export LEC_CHECK = 1
export CORE_AREA = 10 10 103 103
export DIE_AREA = 0 0 113 113

===== design/flow/constraint.sdc =====
current_design SQM_AMP

set clk_period 8.2
set clk_io_pct 0.2

create_clock -name clk0 -period $clk_period

set non_clock_inputs [all_inputs -no_clocks]
set_input_delay [expr $clk_period * $clk_io_pct] -clock clk0 $non_clock_inputs
set_output_delay [expr $clk_period * $clk_io_pct] -clock clk0 [all_outputs]

===== design/flow/design.v =====
`timescale 1ns / 1ps
module SQM_AMP(
	input [3:0]A, input [3:0]B, input [3:0]C,  
	output [15:0] Y
);
wire[11:0] Alog, Blog, Clog;
SQM_LOG adac( .din(A), .dout(Alog) );
SQM_LOG bdac( .din(B), .dout(Blog) );
SQM_LOG cdac( .din(C), .dout(Clog) );
assign Y=Alog+Blog+Clog;
endmodule
module SQM_LOG(
	input [3:0]din,
	output reg [11:0]dout );
always @(din)
	case (din)
		0: dout=0;
		1: dout=16;
		2: dout=19;
		3: dout=32;
		4: dout=39;
		5: dout=64;
		6: dout=78;
		7: dout=128;
		8: dout=155;
		9: dout=256;
	 10: dout=310;
	 11: dout=512;
	 12: dout=621;
	 13: dout=1024;
	 14: dout=1448;
	 15: dout=2048;
	endcase
endmodule

==> deck_impl_summary.md <==
Key Metrics from the Run

Status
  • Status: finished clean

Layout
  • Area Growth Syn to Fin: 21.1%
  • Post-Route Utilization: 0.237
  • # clk buffers: 0
  • Flops: 0
  • FF/Latch Area: 0 um2
  • Layout filler cell count: 900
  • Layout cells sized above 1: 0.0653

Logic synthesis
  • Chip Area, Yosys: 0.00162 mm2
  • Syn_area_per_cell: 7.06 um2
  • Synth Warn #: 1
  • Post-Syn Area: 0.00162 mm2
  • Post-synth seq share: 0
  • Post-Syn Instances: 230
  • Number of cells in Yosys stat: 230
  • Unique cell types: 37

Critical path
  • Worst-path cell chain: clkdlybuf4s50_1 > inv_1 > ha_1 > mux2_2 > o21ai_0 > fa_1 > inv_1 > ha_1 > o21ai_0 > a2111oi_2 > or4_1 > a21oi_1 > clkdlybuf4s50_1
  • Critical path's slowest cell: clkdlybuf4s50_1
  • Worst Path Required: 6560 ps
  • Crit path DAT: 5540 ps
  • Critical path's top delay family: buffers and inverters
  • CP bufs+invs: 4
  • CP peak stage delay: 560 ps
  • Crit Path Category: primary input to output port
  • CP Launch Type: primary input
  • Critical Path Sink Type: output port
  • Maximum fanout along the worst path: 5

Drt
  • DR vias/cell: 4.33
  • Iteration-0 DRC Markers: 71
  • Final antenna-violating net count: 0
  • Total vias in the final route: 1517
  • Drt drc: 0
  • Routed wire per std cell: 11.2 um
  • Ant diodes: 0
  • TritonRoute pass-1 iters: 5
  • Final WL: 3940 um

Power
  • Maximum VDD drop: 19.8 uV
  • Switching Fraction: 0.467
  • Combinational share of power: 1.000
  • Sw Pwr: 0.0000872 W
  • Pint: 0.0000996 W
  • Power density over the cells: 95.0 mW/mm2
  • Pleak: 0.955 nW
  • Part of the power in registers: 0
  • Pwr Total: 0.000187 W
  • Clock Power Share: 0

Final timing
  • Slew margin rel.: 0.649
  • Endpoints failing hold: 0
  • Cycle use final: 0.876
  • Max Fclk: 0.139 GHz
  • Worst slew pin tran: 525 ps
  • RSZ-0062 raised after global routing: false
  • Hold_ws: 4800 ps
  • TNS Setup: 0 ps
  • Final worst setup slack: 1020 ps
  • Min Clock Period, post-route: 7180 ps
  • Max Slew Vio Count: 0
  • Final setup fails: 0

CTS
  • Hold_buf cts: 0
  • Post-CTS Setup Inserts: 0
  • Gates resized, CTS repair: 0

Floorplan
  • Top-Level Pins: 28
  • FP Core Util: 0.196
  • Core footprint: 0.00830 mm2
  • DIE HEIGHT: 113 um
  • DIE AREA: 0.0128 mm2
  • Std-Cell Rows: 33
  • Die Wd: 113 um

GRT
  • First-pass GRT wire length: 6740 um
  • Total gr overflow: 0
  • Initial antenna violation count: 0
  • GRT Overall Usage: 0.0617
  • Vias in the first global route: 1436
  • Largest net degree at the start of global routing: 20

Placed design
  • Final Wtd Congestion: 0.870
  • Detail Placement HPWL: 3460 um
  • Placement Setup Slack: 1020 ps
  • Port Buffers: 26

Worst hold path
  • Worst Hold Depth: 5
  • Hold EP: Y[0]
  • Hold_sp: B[1]
  • Hold/Removal Path Class: primary input to output port

Run
  • Tool warning count: 42
  • Max cap viols: 0
-- cell type report --
class | count | area (um2) | area share
multi-input cells | 186 | 1450 | 0.738
well taps | 105 | 131 | 0.0668
inverters | 33 | 124 | 0.0630
repair buffers | 26 | 260 | 0.132
-- cell usage after synthesis, drive strengths merged, types with 3 or more instances --
cell type   n  area, um2
fa         13        260
o21a        3       23.8
a31oi       3       18.8
inv        33        124
xnor2       4       35.0
a21oi      17       85.1
nor2       18       67.6
clkbuf     10       37.5
o21ai      22        110
a21o        4       30.0
mux2        8       90.1
nand2      32        128
and3        5       32.5
nor2b       5       31.3
ha         24        300
nand3       5       25.0
-- kinds of logic (layout without fill, tap and decap cells) --
family | after synthesis | count (layout) | synth area share
other | 1 | 2 | 0.00231
buffers and inverters | 45 | 59 | 0.109
muxes | 8 | 8 | 0.0555
and+or+nand+nor | 70 | 70 | 0.197
adders and majority gates | 37 | 37 | 0.345
AOI/OAI and AO/OA | 63 | 63 | 0.258
xor gates and xnor gates | 6 | 6 | 0.0324
-- power groups by stage --
stage	clock network, W	registers, W	logic (W)
4_1_cts	0	0	0.000194
5_1_grt	0	0	0.000216
6_report	0	0	0.000187
-- cell usage in the layout, fill, tap and decap left out, types with 5 or more instances in the layout --
cell type	Yosys	layout
fa_1	13	13
nor2b_1	5	5
ha_1	24	24
mux2_2	8	8
nand3_1	5	5
nand2_1	31	31
inv_1	33	33
a21oi_1	17	17
clkdlybuf4s50_1	0	26
o21ai_0	22	22
nor2_1	18	18
-- through the flow --
| step | std cells | instance area, um2 |
|---|---|---|
| 2_1_floorplan | 231 | 1630 |
| 3_3_place_gp | 350 | 1970 |
| 3_5_place_dp | 350 | 1970 |
| 4_1_cts | 350 | 1970 |
| 5_1_grt | 350 | 1970 |
| 6_report | 350 | 1970 |
-- worst max-delay path by stage --
stage	startpoint	to	slack, ps	depth (start not counted)
finish	B[0]	Y[12]	1020	13
global route	B[0]	Y[13]	670	17
CTS	B[0]	Y[12]	970	13
-- metal layers --
layer  up-vias  global-route usage  wire length, um
met5         -                   0                0
met4         0                   0                0
met3         0             0.00534              204
met2        32               0.103             1760
met1       682              0.0891             1980
li1        803                   -                -
-- worst min-delay path, stage by stage --
cell and delay [ps]:
clkdlybuf4s50_1 520, ha_1 200, mux2_2 170, fa_1 160
clkdlybuf4s50_1 470
Power is estimated from default activity; no workload was simulated.
