===== flow/design.v =====
`timescale 1ns / 1ps
module SQM_PWM(
  input clk,  
  input reset_n,
 	input [3:0]A, input [3:0]B, input [3:0]C,  
	output Y
);
SQM_PWM_1 apwm( .clk(clk), .reset_n(reset_n), .din(A), .pwm(y_a) );
SQM_PWM_1 bpwm( .clk(clk), .reset_n(reset_n), .din(B), .pwm(y_b) );
SQM_PWM_1 cpwm( .clk(clk), .reset_n(reset_n), .din(C), .pwm(y_c) );
assign Y=y_a | y_b | y_c;
endmodule
module SQM_PWM_1(
  input clk,  
  input reset_n,
  input [3:0]din,
  output reg pwm
);
reg [7:0] count, last0, last1;
wire [7:0]rep0, rep1;
SQM_PWM_LOG dec( .din(din), .rep0(rep0), .rep1(rep1), .zero(zero) );
always @(posedge clk or negedge reset_n) begin
  if( !reset_n ) begin
    count<=0;
    last0<=0;
    last1<=1;
  end 
  else
    if( zero ) begin
      pwm  <=0;
      count<=0;
    end
    else if( last0!=rep0 || last1!=rep1 ) begin
      last0 <= rep0;
      last1 <= rep1;
      count <= 0;
      pwm   <=0;
    end
    else if( last0==1 && last1==1 ) begin
      pwm  <=clk;
      count<=0;
    end
    else begin
      if( pwm && count==last1-1 ) begin
        count<=0;
        pwm  <=0;
      end
      else if( !pwm && count==last0-1 ) begin
        count<=0;
        pwm  <=1;
      end
      else begin
        count<=count+1;
        pwm  <=pwm;
      end
    end
end
endmodule
module SQM_PWM_LOG(
	input [3:0]din,
	output reg [7:0] rep0,  
	output reg [7:0] rep1,  
	output zero
);
assign zero = din==0;
always @(din)
	case (din)
		1: begin
		  rep0=64;
		  rep1=1;
		end
		2: begin
		  rep0=61;
		  rep1=1;
		end
		3: begin
		  rep0=32;
		  rep1=1;
		end
		4: begin
		  rep0=61;
		  rep1=2;
		end
		5: begin
		  rep0=16;
		  rep1=1;
		end
		6: begin
		  rep0=61;
		  rep1=4;
		end
		7: begin
		  rep0=8;
		  rep1=1;
		end
		8: begin
		  rep0=61;
		  rep1=8;
		end
		9: begin
		  rep0=61;
		  rep1=16;
		end
	 10: begin
		  rep0=61;
		  rep1=8;
		end
	 11: begin
		  rep0=2;
		  rep1=1;
		end
	 12: begin
		  rep0=61;
		  rep1=32;
		end
	 13: begin
		  rep0=1;
		  rep1=1;
		end
	 14: begin
		  rep0=61;
		  rep1=64;
		end
	 15: begin
		  rep0=1;
		  rep1=1;
		end
default: begin
		  rep0=1;
		  rep1=1;
		end 
	endcase	
endmodule

===== flow/run.sh =====
#!/bin/bash
# OpenROAD 26Q1-2900-gdf79404cd8, Yosys 0.63+post, stock flow scripts
make -C /OpenROAD-flow-scripts/flow DESIGN_CONFIG=/design/flow/config.mk WORK_HOME=/design/flow/orfs finish

===== flow/config.mk =====
export PLATFORM = sky130hd
export DESIGN_NAME = SQM_PWM
export DESIGN_NICKNAME = SQM_PWM
export VERILOG_FILES = /design/flow/design.v
export SDC_FILE = /design/flow/constraint.sdc
export NUM_CORES = 4
export LEC_CHECK = 1
export CORE_UTILIZATION = 40

===== flow/constraint.sdc =====
current_design SQM_PWM

set clk_period 5.4
set clk_io_pct 0.2

create_clock -name clk0 -period $clk_period [get_ports {clk}]

set non_clock_inputs [all_inputs -no_clocks]
set_input_delay [expr $clk_period * $clk_io_pct] -clock clk0 $non_clock_inputs
set_output_delay [expr $clk_period * $clk_io_pct] -clock clk0 [all_outputs]

==> impl_metrics.yaml <==
# flow metrics
status:
  outcome: "complete, no violations"
worst_setup_path:
  cp_num_buf_inv: 1
  worst_r2r_path_depth: 9
  path_max_fanout: 23
  endpoint_kind: "flip-flop"
  worstPathArrival_ns: 4.54
  r2r_end: "bpwm.pwm"
  crit_start: "C[2]"
  cpLargestDelayFamily: "simple AND/OR/NAND/NOR gates"
  critPathSlowestCell: "clkdlybuf4s50_1"
  path_cells: "clkdlybuf4s50_1 > or2_1 > o211a_1 > o31a_1 > a211o_1 > or4b_4 > or4_1 > and2_4"
  r2r_start: "bpwm.last0[0]"
  rrSetupSlack_ns: 2.34
  cp-start-kind: "input pin"
  path_class: "input pin to flip-flop"
  cp.required_ns: 5.62
  max_stage_delay_ns: 0.80
  path_depth: 8
final_layout:
  area_delta_synth_final_pct: 8.43
  drive_gt1_share_pct: 7.72
  fillers: 1455
  combGateArea_um2: 4000
  fin_cells: 952
  seq_area_um2: 1750
logic_synthesis:
  topCellsByArea: "dfrtp_1, xnor2_1, nor2_1"
  ys_cells: 796
  ys.flops: 69
  yosysWarnings: 6
  edf_count: 3
  dominantRegCellSynth: "dfrtp_1"
  postSynthSeqShare_pct: 28.0
  top_area_share_pct: 25.3
  syn_avg_cell_area_um2: 7.83
  synthCells: 796
  async_flop_share_pct: 95.7
  yosysTopAreaCell: "dfrtp_1"
  synth-area-yosys_um2: 6230
  synth_cell_types: 84
  synth_area_um2: 6230
floorplan:
  fp_util_pct: 41.0
  io_pins: 15
  die_width_um: 127
  die-area_um2: 16100
  coreArea_um2: 15200
  rows: 45
  die_h_um: 127
clocking:
  postCtsSetupBuffers: 0
  cts_hold_buffers: 0
  cts_tree: "yes"
  clk_latency_ns: 0.45
  clk_pin_slew_ns: 0.06
  cts_resized: 0
detailed_routing:
  drc: 0
  detailedRoute.firstIterationViolations: 563
  dr.pass1.iters: 5
  drt_wl_total_um: 15700
  ant_nets: 0
  wl_per_cell_um: 16.4
  antenna_cells: 0
  num_vias: 5703
  post_drt_via_cell_ratio: 5.99
timing:
  slew_viol_final: 0
  setup_viol: 0
  hold_violations: 0
  max_slew.worst_pin.slew_ns: 0.816
  finalSetupTns_ns: 0
  fin_crit_ns: 4.32
  min_period_over_period_pct: 80.0
  slew-limit-headroom_pct: 45.4
  max_freq_mhz: 231
  clock_skew_ns: 0.00473
  rsz0062_at_grt: "false"
flow_run:
  maxCapViolations: 0
  warning_count: 33
worst_hold_path:
  hp-start: "clk"
  min_path_cells: 4
  hold_end: "apwm.pwm"
  hold_path.class: "clock port to flip-flop"
grt:
  grt_first_pass_wirelength_um: 27100
  grt_usage_pct: 21.0
  grt_pass1_vias: 5241
  overflow: 0
  antenna_found_initial: 0
  grt_max_degree: 51
pwr:
  sequentialPowerShare_pct: 36.3
  p_per_area_nw_per_um2: 246
  worst_ir_drop_vdd_v: 0.000176
  switchingPower_uw: 475
  internal_power_uw: 1190
  power_frac_clock_pct: 44.9
  p_sw_share_pct: 28.6
  p_leak_uw: 0.00269
  power_frac_comb_pct: 18.8
place:
  dpl.cell_count: 932
  gp_congestion: 0.922
  port_buffers: 14
  hpwl_um: 11200
## metal layers
layer | vias up | global-route usage [%] | share of wire, %
met1 | 2746 | 33.2 | 50
met4 | 0 | 3.36 | 0.98
met3 | 12 | 3.74 | 4.8
li1 | 2793 | - | -
met2 | 152 | 30.9 | 44
met5 | - | 0 | 0
## cells in the mapped netlist, drive strengths merged, types with 5 or more instances
library cell  count
nor4             13
o311a             5
nor2b            12
nand2            45
a31oi            13
clkbuf           53
nand4bb           5
a21boi            7
a21oi            41
o2111ai           5
nand2b           17
dfrtp            63
nor3b            13
o211a             5
a211oi            8
nor3             38
nand3            20
and2             10
inv              39
or2               5
o211ai            5
mux2i             9
mux2             12
xnor2            37
ha               15
o21ai            42
o22ai             8
or3               6
or4               6
a311oi            5
buf              25
and3              8
xor2             27
o31ai             6
nor2             83
nand4            14
## cell usage in the layout, fill, tap and decap left out, types with 4 or more instances in the layout
| master | n |
|---|---|
| ha_1 | 15 |
| xnor2_1 | 37 |
| dfrtp_1 | 63 |
| or4_1 | 6 |
| and3_1 | 8 |
| clkdlybuf4s50_1 | 13 |
| nor2_1 | 83 |
| a2111oi_0 | 4 |
| clkbuf_16 | 12 |
| or2_2 | 4 |
| a21oi_1 | 41 |
| a311oi_1 | 4 |
| xor2_1 | 27 |
| a211oi_1 | 8 |
| or3_1 | 6 |
| nor4_1 | 13 |
| mux2i_1 | 9 |
| buf_4 | 12 |
| o21ai_0 | 41 |
| o2111ai_1 | 5 |
| o311a_1 | 5 |
| nand4bb_1 | 5 |
| mux2_2 | 12 |
| and2_1 | 8 |
| nor2b_1 | 12 |
| inv_1 | 40 |
| o211a_1 | 5 |
| a21boi_0 | 7 |
| o211ai_1 | 5 |
| nor3b_1 | 13 |
| o31ai_1 | 6 |
| nand4_1 | 14 |
| a31oi_1 | 13 |
| nand2_1 | 45 |
| o22ai_1 | 8 |
| nand3_1 | 20 |
| a22o_1 | 4 |
| nand2b_1 | 17 |
| nor3_1 | 37 |
## worst reg2reg max path, delay by kind of cell, from the launching register on
kind	cells	cell delay, ns
AND-OR/OR-AND	3	0.66
XOR/XNOR	1	0.15
adder cells (fa/ha/maj)	1	0.21
buffers and inverters	1	0.19
flip-flops	1	0.51
AND/OR/NAND/NOR	3	1.06
## sequential cells by signal, indices dropped and copies added (netlist names)
signal	count
apwm.count	8
apwm.last0	7
apwm.last1	7
apwm.pwm	1
bpwm.count	8
bpwm.last0	7
bpwm.last1	7
bpwm.pwm	1
cpwm.count	8
cpwm.last0	7
cpwm.last1	7
cpwm.pwm	1
## metrics by stage
stage	area [um2]	hold WS (ns)	power [uW]	worst slack [ns]	util, %
3_3_place_gp	6360	0.298	921	0.724	41.8
3_5_place_dp	6360	0.299	923	0.663	41.8
2_1_floorplan	6230	0.298	843	1.81	-
5_1_grt	6760	0.174	1750	0.987	44.5
6_report	6760	0.139	1660	1.08	44.5
4_1_cts	6760	0.143	1680	1.14	44.5
## worst max path at each step
stage,to,slack [ns]
after CTS,cpwm.pwm,1.14
after global routing,cpwm.pwm,0.99
final,cpwm.pwm,1.08
## logic make-up (layout without fill, tap and decap cells)
logic type / after synthesis / count (layout) / share of synthesized area (%)
muxes: 21 / 21 / 3.61
adders and majority gates: 15 / 15 / 3.01
and+or+nand+nor: 312 / 312 / 26.8
AOI/OAI and AO/OA: 196 / 196 / 21.5
DFF: 69 / 69 / 28.0
buffers and inverters: 118 / 86 / 7.79
xor gates and xnor gates: 65 / 65 / 9.35
## power groups by stage
stage | Clock, uW | Combinational (uW) | Sequential (uW)
CTS | 772 | 310 | 601
global route | 794 | 353 | 608
finish | 746 | 312 | 603
## layout make-up
type | instances | area share [%]
well taps | 188 | 3.48
clock buffers | 14 | 4.85
repair buffers | 26 | 3.33
multi-input cells | 609 | 59.2
flip-flops and latches | 69 | 25.8
inverters | 39 | 2.17
clock inverters | 7 | 1.13
Power figures rest on the tool's default switching activity, not on a simulated workload.
