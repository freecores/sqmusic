[design.v]
`timescale 1ns / 1ps
module AY_3_8910_capcom
#( parameter dump_writes=0, parameter id=0 )
(
	input reset_n,
  input clk,  
	input sound_clk,  
  input  [7:0] din,
  input  adr,
  input wr_n,   
	input cs_n,  
  output [3:0]A,B,C  
);
reg [3:0] adr_latch;
wire sample = ~cs_n & ~wr_n;
wire core_wr = adr & sample;
reg count;
always @(posedge clk or negedge reset_n) begin
	if(!reset_n) 
		adr_latch <= 0;
	else 
	if( sample && adr==0 )
		adr_latch <= din[3:0];
end
SQMUSIC #(dump_writes, id) core( .reset_n(reset_n), .clk(sound_clk), .data_in(din),
	.adr( adr_latch ), .rd(1'b0), .wr(core_wr), .A(A), .B(B), .C(C) );
endmodule
module SQMUSIC
#( parameter dump_writes=0, parameter id=0 )  
(  
  input reset_n,
  input clk,
  input  [7:0] data_in,
  output reg [7:0] data_out,
  input  [3:0] adr,
  input rd,  
  input wr,   
  output [3:0]A,B,C  
);
reg [7:0] regarray[15:0];
reg [3:0] clkdiv16;
wire [3:0] envelope;
wire [2:0] sqwave;
wire noise, envclk;
wire Amix = (noise|regarray[7][3]) ^ (sqwave[0]|regarray[7][0]);
wire Bmix = (noise|regarray[7][4]) ^ (sqwave[1]|regarray[7][1]);
wire Cmix = (noise|regarray[7][5]) ^ (sqwave[2]|regarray[7][2]);
SQM_CLK_DIVIDER #(12) chA( .clk(clkdiv16[3]), .reset_n(reset_n), 
  .period({regarray[1][3:0], regarray[0][7:0] }), .div(sqwave[0]) );
SQM_CLK_DIVIDER #(12) chB( .clk(clkdiv16[3]), .reset_n(reset_n), 
  .period({regarray[3][3:0], regarray[2][7:0] }), .div(sqwave[1]) );
SQM_CLK_DIVIDER #(12) chC( .clk(clkdiv16[3]), .reset_n(reset_n), 
  .period({regarray[5][3:0], regarray[4][7:0] }), .div(sqwave[2]) );
SQM_NOISE    ng( .clk(clkdiv16[3]), .reset_n(reset_n), 
  .period(regarray[6][4:0]), .noise(noise) );
SQM_CLK_DIVIDER #(16) envclkdiv( .clk(clkdiv16[2]), .reset_n(reset_n), 
  .period({regarray[14],regarray[13]}), .div(envclk) );  
SQM_ENVELOPE env( .clk(envclk),.ctrl(regarray[15][3:0]),
  .gain(envelope), .reset_n(reset_n) );
assign A=regarray[10][4]? envelope&{4{Amix}} : regarray[10][3:0]&{4{Amix}};
assign B=regarray[11][4]? envelope&{4{Bmix}} : regarray[10][3:0]&{4{Bmix}};
assign C=regarray[12][4]? envelope&{4{Cmix}} : regarray[10][3:0]&{4{Cmix}};
always @(posedge clk or negedge reset_n) begin
  if( !reset_n) 
    clkdiv16<=0;
  else
    clkdiv16<=clkdiv16+1;
end
integer aux;
always @(posedge clk or negedge reset_n) begin
  if( !reset_n ) begin
    data_out=0;
    for(aux=0;aux<=15;aux=aux+1) regarray[aux]=0;
  end
  else begin
    if( rd ) 
      data_out=regarray[ adr ];
    else if( wr ) begin
      regarray[adr]=data_in;
      if( dump_writes ) begin
        $display("#%d, %t, %d, %d", id, $realtime, adr, data_in );
      end
    end
  end
end
endmodule
module SQM_CLK_DIVIDER(   
  clk,  
  reset_n,
  period,
	div
);
parameter bw=12;
input clk;  
input reset_n;
input [bw-1:0]period;
output div;
reg [bw-1:0]count;
reg clkdiv;
initial clkdiv=0;
assign div = period==1 ? clk : clkdiv;
always @(posedge clk or negedge reset_n) begin
  if( !reset_n) begin
    count<=0;
    clkdiv<=0;
  end
  else begin
    if( period==0 ) begin
      clkdiv<=0;
      count<=0;
    end
    else if( count >= period ) begin
        count <= 0;
        clkdiv <= ~clkdiv;
      end
      else count <= count+1;
  end
end
endmodule
module SQM_NOISE(
  input clk,  
  input reset_n,
  input [4:0]period,
  output noise
);
reg [5:0]count;
reg [16:0]poly17;
wire poly17_zero = poly17==0;
assign noise=poly17[16];
wire noise_clk;
always @(posedge noise_clk or negedge reset_n) begin
  if( !reset_n) begin
    poly17<=0;
  end
  else begin
     poly17<={ poly17[0] ^ poly17[2] ^ poly17_zero, poly17[16:1] };
  end
end
SQM_CLK_DIVIDER #(5) ndiv( .clk(clk), .reset_n(reset_n), 
  .period(period), .div(noise_clk) );
endmodule
module SQM_ENVELOPE(
  input clk,  
  input reset_n,
  input [3:0]ctrl,
  output reg [3:0]gain
);
reg dir;  
reg stop;
reg [3:0]prev_ctrl;  
always @(posedge clk or negedge reset_n) begin
  if( !reset_n) begin
    gain<=4'hF;
    dir<=0;
    prev_ctrl<=0;
    stop<=1;
  end
  else begin
    if (ctrl!=prev_ctrl) begin
      prev_ctrl<=ctrl;
      if( ctrl[2] ) begin 
        gain<=0;
        dir<=1;
        stop<=0;
      end
      else begin
        gain<=4'hF;
        dir<=0;
        stop<=0;
      end
    end
    else begin 
      if (!stop) begin
        if( !prev_ctrl[3] && ((gain==0&&!dir) || (gain==4'hF&&dir))) begin
          stop<=1;
          gain<=0;
        end
        else begin
          if( prev_ctrl[0] && ( (gain==0&&!dir) || (gain==4'hF&&dir))) begin  
            stop<=1;
            gain <= prev_ctrl[1]? ~gain : gain;
          end 
          else begin
            gain <= dir ? gain+1 : gain-1;          
            if( prev_ctrl[1:0]==2'b10 && ( (gain==1&&!dir) || (gain==4'hE&&dir))) begin  
              dir <= ~dir;
            end
          end
        end
      end
    end
  end
end
endmodule
[run.sh]
#!/bin/bash
# OpenROAD 26Q1-2900-gdf79404cd8, Yosys 0.63+post, stock flow scripts
make -C /OpenROAD-flow-scripts/flow DESIGN_CONFIG=/design/flow/config.mk WORK_HOME=/design/flow/orfs finish
[config.mk]
export PLATFORM = sky130hd
export DESIGN_NAME = AY_3_8910_capcom
export DESIGN_NICKNAME = AY_3_8910_capcom
export VERILOG_FILES = /design/flow/design.v
export SDC_FILE = /design/flow/constraint.sdc
export NUM_CORES = 4
export LEC_CHECK = 1
export CORE_UTILIZATION = 40
[constraint.sdc]
current_design AY_3_8910_capcom

set clk_period 3.1
set clk_io_pct 0.2

create_clock -name clk0 -period $clk_period [get_ports {clk}]
create_clock -name clk1 -period $clk_period [get_ports {sound_clk}]

set non_clock_inputs [all_inputs -no_clocks]
set_input_delay [expr $clk_period * $clk_io_pct] -clock clk0 $non_clock_inputs
set_output_delay [expr $clk_period * $clk_io_pct] -clock clk0 [all_outputs]
==> flow_metrics.py <==
# Generated from Yosys and OpenROAD reports
metrics = {
    "detailed_routing": {
        "avgRoutedWirePerCell_um": 14.62,
        "first_pass_iters": 4,
        "vias": 5771,
        "ant_nets": 0,
        "routed_wl_mm": 16.89,
        "drc": 0,
        "insertedDiodeCount": 0,
        "viasPerCell": 4.997,
        "drt-initial-drc-count": 193,
    },
    "die": {
        "row_count": 54,
        "initCoreUtil": 0.4073,
        "coreArea_um2": 21820,
        "die-area_um2": 22820,
        "fp.dieW_um": 151.1,
        "io_pins": 26,
        "die.size.y_um": 151.1,
    },
    "sta": {
        "slew_viol_final": 0,
        "final_hold_viol_count": 0,
        "relSlewSlack": 0.4678,
        "setup_tns_ps": 0,
        "unclocked_pins": 89,
        "rsz0062_at_grt": "false",
        "setup_viol": 0,
        "worst_pin_slew_ps": 795.8,
        "untimed_endpoints": 89,
        "finClkSkew_ps": 0.1889,
    },
    "global_route": {
        "antenna_found_initial": 0,
        "grt_pass1_wl_mm": 28.90,
        "grt_usage": 0.1656,
        "grt_pass1_vias": 5797,
        "grt_max_degree": 63,
        "grt-ovfl-total": 0,
    },
    "cts": {
        "cts_hold_buf": 0,
        "cts_setup_buffers": 0,
        "cts_tree": "done",
        "clk_pin_slew_ps": 60,
    },
    "layout": {
        "drive_gt1_frac": 0.1394,
        "syn_to_final_growth_pct": 11.51,
        "num-fill-cells": 1977,
        "final_cell_area_um2": 9912,
    },
    "synth": {
        "netlist_instances": 847,
        "largest_area_cell": "dfrtp_1",
        "avgSynthCellArea_um2": 10.49,
        "synth.top_cell.area_share": 0.4673,
        "ys_seq_frac": 0.4821,
        "yosys_warnings": 9,
        "synthArstFlopShare": 1.000,
        "ys_types": 55,
        "ff_type": "dfrtp_1",
        "syn_area_um2": 8889,
        "synth-edff-count": 0,
        "ys_chip_area_um2": 8889,
        "ys_cells": 847,
        "area_leaders": "dfrtp_1 47%, ha_1 9.6%, mux2_2 8.5%",
        "ys_ff": 171,
    },
    "min_path": {
        "hold_path.class": "input port to async pin",
    },
    "setup_path": {
        "crit_family": "simple AND/OR/NAND/NOR gates",
        "worstPathCellList": "nor4_2 > nand4_1 > mux2_2 > xnor2_2 > nor2_1 > clkdlybuf4s50_1",
        "path_max_fanout": 4,
        "cp_slowest_stage_delay_ps": 470,
        "critPathKind": "flop to output port",
        "crit_buf_inv": 1,
        "endpoint_kind": "output port",
        "arrival_ps": 2320,
        "critical_path_required_ps": 2480,
        "slowest_stage": "clkdlybuf4s50_1",
        "startpoint_type": "flop",
    },
    "power": {
        "powerDensity_nw_per_um2": 452.5,
        "vdd_drop_max_mv": 0.3302,
        "leakage_nw": 4.589,
    },
    "placement": {
        "placed_cell_area_um2": 9459,
        "gp_congestion": 0.8085,
        "dpl.hpwl_mm": 12.44,
        "io_buffers": 24,
    },
    "status": {
        "run_status": "completed",
    },
    "job": {
        "warning_count": 30,
        "cap_violations": 0,
    },
}
-- Yosys cell counts (6+ instances only) --
cell and number:
ha_1 68, inv_1 73, nor2b_1 7, mux2i_1 18, dfrtp_1 166, nand4_1 23, a21o_1 8, nand3_1 22
nor3_1 29, and3_1 6, mux2_2 67, xnor2_1 31, a21oi_1 20, xor2_1 26, o21ai_0 29, nand2_1 57
nor4_1 17, clkbuf_1 18, nor2_1 88, nand2b_1 9, o211ai_1 8
-- worst paths after layout --
kind / depth (start not counted) / slack [ps] / start / endpoint
min in group clk0: 1 / 570 / adr_latch[0] / adr_latch[0]
max in group clk1: 6 / 760 / wr_n / core.regarray[0][6]
hold / removal: 1 / 270 / reset_n / core.clkdiv16[3]
hold reg to reg: 1 / 450 / core.clkdiv16[0] / core.clkdiv16[0]
max in group asynchronous: 2 / 2100 / reset_n / core.regarray[4][5]
min in group clk1: 1 / 450 / core.clkdiv16[0] / core.clkdiv16[0]
setup / recovery: 6 / 160 / core.regarray[2][5] / B[1]
setup reg to reg: 3 / 1500 / adr_latch[0] / core.regarray[0][6]
-- cells in the final DEF (no fill, tap or decap), types with 2 or more instances in the layout --
cell	netlist	routed
xnor2_1	31	29
nor3b_1	2	2
xor2_1	26	25
nand4_1	23	23
o31ai_1	5	5
nor2_1	88	88
nor2b_1	7	7
nor3_1	29	28
clkdlybuf4s50_1	0	23
and3_1	6	6
nand2b_1	9	9
mux2_2	67	67
a31oi_1	2	2
buf_4	0	10
a22o_1	3	3
nand2_1	57	57
a211oi_1	3	3
dfrtp_1	166	166
a21o_1	8	8
a21oi_1	20	20
nand3_1	22	22
o21ai_0	29	29
inv_6	0	2
nor4_1	17	11
nor4_2	1	6
clkinvlp_4	0	2
clkbuf_16	0	12
mux2i_1	18	18
xnor2_2	0	2
inv_1	73	73
dfstp_2	5	5
o211ai_1	8	8
nand4b_1	4	4
o21a_1	2	2
ha_1	68	68
-- cell type report --
type / instances / area [µm²] / area share
tap: 280 / 350.3 / 0.03534
timing repair buffer: 35 / 336.6 / 0.03396
inverter: 73 / 274.0 / 0.02764
sequential: 171 / 4285 / 0.4323
multi-input combinational: 577 / 4287 / 0.4325
clock inverter: 7 / 78.83 / 0.007953
clock buffer: 12 / 300.3 / 0.03030
-- stage by stage --
step                instances  total power (W)  hold slack [ps]  setup WS [ps]    util
floorplan                 847         0.002720            324.4          910.2       -
global placement         1136         0.003168            442.8          290.7  0.4334
detailed placement       1136         0.003194            448.4          311.4  0.4334
CTS                      1155         0.004481            281.7          17.45  0.4512
global route             1155         0.004842            310.0          12.60  0.4542
finish                   1155         0.004485            271.7          160.4  0.4542
-- registers in the layout (all words and copies together), names as in the netlist, 5 cells and up --
name                  flops
core.envclkdiv.count     16
core.chC.count           12
core.ng.ndiv.count        5
core.chA.count           12
core.regarray            74
core.ng.poly17           17
core.chB.count           12
-- logic make-up (layout without fill, tap and decap cells) --
family,Yosys count,after routing,share of synthesized area
buffers and inverters,99,127,0.04392
and+or+nand+nor,277,277,0.1522
DFF,171,171,0.4821
muxes,85,85,0.1052
xor gates and xnor gates,57,57,0.05617
adders and majority gates,68,68,0.09572
AOI/OAI and AO/OA,90,90,0.06476
-- where the power goes --
part	leakage, nW	internal, W	switching, W
Combinational	2.21	0.000758	0.000726
Clock	0.181	0.000797	0.000464
Sequential	2.20	0.00143	0.000314
Total	4.59	0.00298	0.00150
-- metal layers --
layer / track usage / wire length, µm / up-vias / share of wire
met5: 0 / 0 / - / 0
met4: 0.009000 / 83 / 0 / 0.0049
met3: 0.01905 / 319 / 7 / 0.019
met2: 0.2585 / 7569 / 39 / 0.45
met1: 0.2698 / 8919 / 2762 / 0.53
li1: - / - / 2963 / -
-- repair_timing --
item | CTS | global route
setup endpoints to repair | 4 | 12
pin swaps | 0 | 1
resized | 1 | 10
Power and IR drop assume default switching activity.
